==> flow/run.sh <==
#!/bin/bash
# OpenROAD 26Q1-2900-gdf79404cd8, Yosys 0.63+post, stock flow scripts
make -C /OpenROAD-flow-scripts/flow DESIGN_CONFIG=/design/flow/config.mk WORK_HOME=/design/flow/orfs finish
==> flow/config.mk <==
export PLATFORM = sky130hd
export DESIGN_NAME = count_1
export DESIGN_NICKNAME = count_1
export VERILOG_FILES = /design/flow/design.v
export SDC_FILE = /design/flow/constraint.sdc
export NUM_CORES = 4
export LEC_CHECK = 1
export CORE_UTILIZATION = 30
==> flow/constraint.sdc <==
current_design count_1

set clk_period 23.3
set clk_io_pct 0.2

create_clock -name clk0 -period $clk_period

set non_clock_inputs [all_inputs -no_clocks]
set_input_delay [expr $clk_period * $clk_io_pct] -clock clk0 $non_clock_inputs
set_output_delay [expr $clk_period * $clk_io_pct] -clock clk0 [all_outputs]
==> flow/design.v <==
module count_1 #(
	parameter IN_LEN = 32 ,
			   OUT_LEN=5+1 
)
(
	input[IN_LEN-1:0] in_dat ,
	input in_rst ,
	output reg[OUT_LEN-1:0] out_1_cnt
);
reg [OUT_LEN-1:0]cnt;
always@(*)begin
	if(!in_rst)begin
		out_1_cnt=0;
	end
	else begin
		cnt=0;
		out_1_cnt=0;
		for(cnt=0;cnt<IN_LEN;cnt=cnt+1)begin
			if(in_dat[cnt] )begin out_1_cnt=out_1_cnt+1; end
		end
	end
end
endmodule
==> results.sh <==
# yosys + openroad results
export IMPL_run_status="finished, violations left"
export IMPL_violations="negative setup slack"
export IMPL_ys_types=67
export IMPL_grt_pass1_vias=4454
export IMPL_crit_top_cell="ha_1"
export IMPL_required_ns=18.64
export IMPL_fin_crit_ns=24.13
export IMPL_yosysCellCount=638
export IMPL_port_buffers=39
export IMPL_whs_endpoint="out_1_cnt[5]"
export IMPL_fin_crit_sh_pct=104
export IMPL_avgSynthCellArea_um2=7.28
export IMPL_first_pass_iters=4
export IMPL_critPathCaptureType="output pin"
export IMPL_synth_chip_area_um2=4650
export IMPL_drt_antenna_violating_nets=0
export IMPL_grt_max_degree=18
export IMPL_hold_class="in2out"
export IMPL_area_growth_syn_to_layout_pct=44.3
export IMPL_fill_cells=1460
export IMPL_avgRoutedWirePerCell_um=10.7
export IMPL_vias=4735
export IMPL_final_common_cell="buf_4"
export IMPL_worstSetupPathType="in2out"
export IMPL_synth_warnings=1
export IMPL_hold_buffers=0
export IMPL_wl_met3_um=80
export IMPL_place_area_um2=6190
export IMPL_grt_use_total_pct=13.8
export IMPL_hold_start="in_rst"
export IMPL_worst_path_buf_inv=14
export IMPL_crit_family="adder cells"
export IMPL_ys_seq_share_pct=0
export IMPL_comb_area_um2=4830
export IMPL_dp_hpwl_mm=8.51
export IMPL_tool_warnings=38
export IMPL_crit_path_start_kind="primary input"
export IMPL_viasPerCell=4.81
export IMPL_final_max_slew_viol_count=0
export IMPL_fin_util_pct=44.3
export IMPL_tns_ns=-2.78
export IMPL_diodes=0
export IMPL_final_clkbuf_count=0
export IMPL_hold_viol_final=0
export IMPL_hold_path_depth=4
export IMPL_seq_cells=0
export IMPL_boundaryPins=39
export IMPL_grt_pass1_wl_mm=19.2
export IMPL_critPathMaxStageDelay_ns=0.52
export IMPL_fmax_mhz=41.4
export IMPL_drive_gt1_share_pct=32.1
export IMPL_holdWs_ns=10.11
export IMPL_rsz0062_at_grt="yes"
export IMPL_design_area_um2=6710
export IMPL_netlist_area_um2=4650
export IMPL_setup_ws_ns=-0.830
export IMPL_lay_top_cells="buf_4 (144), xnor2_1 (75), nand2_1 (70)"
export IMPL_wl_met1_mm=5.66
export IMPL_antenna_found_initial=0
export IMPL_seq_area_um2=0
export IMPL_rows=45
export IMPL_max_slew_margin_pct=34.5
export IMPL_maxCapViolCount=0
export IMPL_cp_slowest_cell="or4_4"
export IMPL_netlist_instances=638
export IMPL_place_inst=942
export IMPL_drc=0
export IMPL_first_iter_violations=168
export IMPL_fp_coreArea_um2=15100
export IMPL_critical_path_arrival_ns=19.47
export IMPL_die_height_um=126
export IMPL_routed_wl_mm=10.6
export IMPL_grt_ovfl_total=0
export IMPL_dr_wl_met2_mm=4.83
export IMPL_setup_viol=5
export IMPL_top_layer_used="met3"
export IMPL_chip_area_um2=16000
export IMPL_die_w_um=126
export IMPL_fp_utilization_pct=30.7
export IMPL_path_max_fanout=3
export IMPL_place_gp_congestion=0.832
export IMPL_worstMarginPinSlew_ns=0.976
export IMPL_instances_no_fill=985
[metal layers]
metal / vias up / track usage (%)
met5: - / 0
met4: 0 / 0
met3: 0 / 0.172
met2: 27 / 24.1
met1: 2138 / 20.3
li1: 2570 / -
[cells by family (layout without fill, tap and decap cells)]
group / Yosys count / after routing / share of synthesized area (%)
adder cells (fa/ha/maj): 33 / 33 / 8.89
AND-OR/OR-AND: 134 / 134 / 19.1
multiplexers: 25 / 25 / 5.76
XOR/XNOR: 155 / 155 / 36.1
AND/OR/NAND/NOR: 232 / 232 / 24.9
buffers and inverters: 59 / 218 / 5.22
[what timing repair did]
| action | in CTS | in global routing |
|---|---|---|
| buffers inserted | 36 | 10 |
| pin swaps | 50 | 49 |
| setup endpoints to repair | 5 | 5 |
| resized | 44 | 32 |
[worst max path at each step]
stage / from / to / depth (start not counted)
4_1_cts: in_dat[1] / out_1_cnt[5] / 95
5_1_grt: in_dat[2] / out_1_cnt[5] / 91
6_report: in_dat[1] / out_1_cnt[5] / 95
[per-stage QoR]
stage	setup slack [ns]
after floorplan	-0.218
after global placement	-1.66
after detailed placement	-1.87
after CTS	-1.03
after global routing	-1.89
final	-0.830
[synthesized netlist by cell type, drive strengths merged (13+ instances only)]
cell    count  share of area, %
clkbuf     18               1.5
xnor2      93                19
a21oi      34               3.7
mux2i      17               3.7
o21ai      26               2.8
nand3      34               3.7
ha         33               8.9
nor2b      13               1.8
nand2      77               6.2
nor2       37               3.0
xor2       47               9.4
inv        31               2.6
[cell type report]
class,count,area share (%)
Inverter,31,2.03
Multi-Input combinational cell,579,72.1
Tap cell,188,3.51
Timing Repair Buffer,187,22.4
