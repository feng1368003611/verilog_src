==> flow/design.v <==
module lpf(
	input clk,
	input rst,
	input [7:0] in_dat,
	output reg [7:0] out_dat
);
reg [63:0] buf_dat;
parameter factor0=1,
		  factor1=1,
		  factor2=1,
		  factor3=1,
		  factor4=1,
		  factor5=1,
		  factor6=1,
		  factor7=1;
parameter aveg=factor0+factor1+factor2+factor3+factor4+factor5+factor6+factor7;
always@(*)begin
	if(!rst)begin
		out_dat<=0;
	end
	else begin
		out_dat<=(
				 buf_dat[63:56]*factor0
				+buf_dat[55:48]*factor1
				+buf_dat[47:40]*factor2
				+buf_dat[39:32]*factor3
				+buf_dat[31:24]*factor4
				+buf_dat[23:16]*factor5
				+buf_dat[15:8 ]*factor6
				+buf_dat[7 :0 ]*factor7
				)/aveg;
	end
end
always@(posedge clk or negedge rst)begin
	if(!rst)begin
		buf_dat<=0;
	end
	else begin
		buf_dat<={  buf_dat[55:0],in_dat  };
	end
end
endmodule
==> flow/run.sh <==
#!/bin/bash
# OpenROAD 26Q1-2900-gdf79404cd8, Yosys 0.63+post, stock flow scripts
make -C /OpenROAD-flow-scripts/flow DESIGN_CONFIG=/design/flow/config.mk WORK_HOME=/design/flow/orfs finish
==> flow/config.mk <==
export PLATFORM = sky130hd
export DESIGN_NAME = lpf
export DESIGN_NICKNAME = lpf
export VERILOG_FILES = /design/flow/design.v
export SDC_FILE = /design/flow/constraint.sdc
export NUM_CORES = 4
export LEC_CHECK = 1
export CORE_UTILIZATION = 50
==> flow/constraint.sdc <==
current_design lpf

set clk_period 6.5
set clk_io_pct 0.2

create_clock -name clk0 -period $clk_period [get_ports {clk}]

set non_clock_inputs [all_inputs -no_clocks]
set_input_delay [expr $clk_period * $clk_io_pct] -clock clk0 $non_clock_inputs
set_output_delay [expr $clk_period * $clk_io_pct] -clock clk0 [all_outputs]
==> impl_metrics.ini <==
; physical design summary
[clocking]
clockBufferDepth = 2
cts_buffers = 9
cts_sinks = 64
cts_tree = done
path_clk_slew_ps = 70
root_buffer = clkbuf_8
ctsHoldBuffers = 0
post-cts-setup-buffer-count = 0
postCtsResizedCells = 0
htree_levels = 3
clkLatencyLatePin_ps = 330

[worst_setup_path]
startpoint_type = flip-flop
worstSetupPathType = reg2out
crit_family = adder cells
cp_num_buf_inv = 4
worstPathArrival_ps = 4850
required_ps = 5200
cp-end-kind = output port
crit_chain = inv_1 -> fa_1 -> inv_1 -> fa_1 -> fa_1 -> inv_1 -> fa_1 -> or2_1 -> fa_1 -> nand2b_1 -> a21oi_2 -> o21ai_0 -> a221oi_2 -> clkdlybuf4s50_1
critPathMaxStageDelay_ps = 540
critPathMaxFanout = 4
critical-path-slowest-cell = fa_1
crit_top_cell = fa_1

[place]
place_area_um2 = 3590
dp_cells = 367
gp_congestion = 0.813
dp_slack_ps = 685
port_buffers = 17
dp_hpwl_mm = 3.14

[floorplan]
chipWidth_um = 83.5
dieArea_um2 = 6970
fp.dieH_um = 83.5
fp_util = 0.520
num_rows = 29
core_um2 = 6390
pin_count = 18

[layout]
regMostFlops = buf_dat
final_cells = 383
nFillCells = 510
finalInstanceArea_um2 = 3770
drive_above_1_share = 0.0752
syn2layout_area_growth_pct = 13.6
largest_register_ffs = 64
reg.largest.list = buf_dat: 64 flops

[detailed_routing]
first_pass_iters = 4
detail-route-antenna-nets = 0
vias = 1653
n_antenna_cell = 0
drt_iter0_drc = 40
via_per_inst = 4.32
drt-total-wl_mm = 3.96
drc = 0
routedWlPerCell_um = 10.3

[yosys]
logic_family = adder cells
mux_area_frac = 0.00603
ys_sh_xor = 0.00528
ys_top_cells_by_count = inv_1 (109), dfrtp_1 (64), fa_1 (46), ha_1 (10), nor2_1 (7)
ys_seq_elements = 64
syn_area_per_cell_um2 = 12.2
yosys-top-cells-area = dfrtp_1 (48%), fa_1 (28%), inv_1 (12%)
syn_inst = 272
top_cell = inv_1
adder_share = 0.315
synthFlopType = dfrtp_1
top_cell_area_share = 0.482
synth_cell_type_count = 25
yosysSeqAreaShare = 0.482
edf_count = 0
simple_gate_share = 0.0305
yosys.area.top_type = dfrtp_1
yosys_warnings = 1
ys_area_um2 = 3320
synth_stat.cells = 272
yosys.area_share.aoi = 0.0365
async_flop_share = 1.00
synthesis.area_um2 = 3320

[flow_run]
cap_viol_max_count = 0
openroad.warnings = 25

[power_and_ir_drop]
ir_worst_vdd_mv = 0.446
p_int_mw = 0.987
power_frac_clock = 0.191
p_seq_frac = 0.275
p_per_area_nw_per_um2 = 414
power.total_mw = 1.56
p_leak_nw = 1.99
swShare = 0.368
p_comb_frac = 0.534
switchingPower_mw = 0.574

[global_route]
grtUsageTotal = 0.153
grt_pass1_wl_mm = 7.92
use_met2 = 0.224
grt_max_degree = 57
grtUsageMet3 = 0.0371
grt_use_met1 = 0.271
top_usage_layer = met1
gr-total-overflow = 0
grt_pass1_vias = 1831
antenna_found_initial = 0

[final_timing]
hold_viol_final = 0
fmax_mhz = 163
grt_setup_unrepaired = false
setup_violations = 0
fin_tns_setup_ps = 0
slew-limit-headroom = 0.559
setup_slack_ps = 348
worst_pin_slew_ps = 662
period_used_share = 0.946
layout_min_cycle_time_ps = 6150
drv_slew = 0
finClkSkew_ps = 6.03

[status]
outcome = finished clean

[hold_path]
worstHoldPathType = reg2reg
## per-stage QoR
| step | hold WS [ps] | util |
|---|---|---|
| finish | 372 | 0.591 |
| global route | 383 | 0.591 |
| CTS | 372 | 0.591 |
| detailed placement | 360 | 0.562 |
| global placement | 356 | 0.562 |
| floorplan | 354 | - |
## worst paths after layout
kind                              from     endpoint  slack, ps  depth (start not counted)
min in group asynchronous          rst  buf_dat[39]        860                          1
min                         buf_dat[5]  buf_dat[13]        370                          0
max in group asynchronous          rst  buf_dat[14]       4680                          2
max reg2reg                buf_dat[55]  buf_dat[63]       5950                          0
min reg2reg                 buf_dat[5]  buf_dat[13]        370                          0
max                         buf_dat[2]   out_dat[5]        350                         14
## layer usage
layer | vias to the layer above | share of wire | wire length (um)
li1 | 811 | - | -
met2 | 19 | 0.46 | 1810
met3 | 10 | 0.039 | 156
met1 | 813 | 0.48 | 1900
met4 | 0 | 0.024 | 94
met5 | - | 0 | 0
## layout make-up
class                   count  area (um2)  share of cell area
flip-flops and latches     64        1600               0.425
repair buffers             18         173              0.0458
multi-input cells          98        1310               0.346
well taps                  77        96.3              0.0255
clock buffers              10         138              0.0365
clock inverters             6        45.0              0.0119
inverters                 110         413               0.109
## layout by cell type (no fill, tap or decap)
cell type	netlist	final
inv_1	109	109
dfrtp_1	64	64
fa_1	46	46
clkdlybuf4s50_1	0	16
ha_1	10	10
clkbuf_8	0	10
nor2_1	7	7
a21oi_1	5	5
nand2_1	5	5
nand2b_1	4	4
and2_1	3	3
o21ai_0	3	3
clkinvlp_4	0	3
mux2i_1	2	2
clkinv_4	0	2
or2_1	1	1
o31ai_2	1	1
a31oi_1	1	1
o21ai_2	1	1
a21oi_2	1	1
or3_1	1	1
o21a_1	1	1
inv_2	1	1
a221oi_2	1	1
a21boi_1	1	1
a211oi_1	1	1
xnor2_1	1	1
xor2_1	1	1
o31ai_1	1	1
clkinv_2	0	1
buf_2	0	1
buf_4	0	1
## power by group through the flow
stage	Sequential, mW	Clock (mW)	Combinational [mW]
6_report	0.429	0.299	0.834
5_1_grt	0.432	0.331	0.988
4_1_cts	0.429	0.315	0.849
## cell families (layout without fill, tap and decap cells)
kind of cell / count (synthesis) / in the layout
compound gates: 17 / 17
xor+xnor: 2 / 2
fa+ha+maj: 56 / 56
buf+inv: 110 / 144
flops: 64 / 64
mux: 2 / 2
simple gates: 21 / 21
Power and IR drop assume default switching activity.
